$ cat /design/flow/config.mk
export PLATFORM = sky130hd
export DESIGN_NAME = IOTDF
export DESIGN_NICKNAME = IOTDF
export VERILOG_FILES = /design/flow/design.v
export SDC_FILE = /design/flow/constraint.sdc
export NUM_CORES = 4
export LEC_CHECK = 1
export CORE_UTILIZATION = 50
$ cat /design/flow/run.sh
#!/bin/bash
# OpenROAD 26Q1-2900-gdf79404cd8, Yosys 0.63+post, stock flow scripts
make -C /OpenROAD-flow-scripts/flow DESIGN_CONFIG=/design/flow/config.mk WORK_HOME=/design/flow/orfs finish
$ cat /design/flow/design.v
`timescale 1ns/10ps
module IOTDF( clk, rst, in_en, iot_in, fn_sel, busy, valid, iot_out);
input          clk;
input          rst;
input          in_en;
input  [7:0]   iot_in;
input  [2:0]   fn_sel;
output         busy;
output reg     valid;
output reg [127:0] iot_out;
reg [127:0]     MIN_data;
reg [7:0]       reg1 [15:0];       
reg [3:0]       index;     
reg [6:0]       counter;   
reg [130:0]     total;
reg [127:0]     total_M;
assign busy     = (rst)? 1 : 0;
integer i;
always@(posedge clk) begin
    if(rst) begin
        index           <= 0;
        counter         <= 7'b111_1111;
        valid           <= 0;
        iot_out         <= 0;
        total           <= 0;
        total_M         <= (fn_sel == 7)? {128{1'b1}} : 0;
        MIN_data        <= (fn_sel == 2 | fn_sel == 7)? {128{1'b1}} : 0;
        for(i = 0; i < 16; i = i + 1)
            reg1[i]     <= 0;
    end 
    else begin
        if(in_en) begin
            reg1[index]     <= iot_in;
            index           <= index + 1;
            counter         <= (index[3:0] == 0)? counter + 1 : counter;  
        end
        if(index == 0 & counter != 7'b111_1111) begin 
            case(fn_sel)
            2, 7: begin
                if(reg1[0][7:2] < MIN_data[127:122]) 
                    MIN_data    <= {reg1[0], reg1[1], reg1[2], reg1[3], reg1[4], reg1[5], reg1[6], reg1[7], reg1[8], reg1[9], reg1[10], reg1[11], reg1[12], reg1[13], reg1[14], reg1[15]};
            end
            1, 6: begin
                if(reg1[0][7:2] > MIN_data[127:122])
                    MIN_data    <= {reg1[0], reg1[1], reg1[2], reg1[3], reg1[4], reg1[5], reg1[6], reg1[7], reg1[8], reg1[9], reg1[10], reg1[11], reg1[12], reg1[13], reg1[14], reg1[15]};
            end
            3: begin
                total <= total + {reg1[0], reg1[1], reg1[2],  reg1[3],  reg1[4],  reg1[5],  reg1[6],  reg1[7], reg1[8], reg1[9], reg1[10], reg1[11], reg1[12], reg1[13], reg1[14], reg1[15]};
            end
            4 : begin         
                if((!reg1[0][7] & reg1[0][6] & reg1[0][5] & reg1[0][4])  | (reg1[0][7] & !reg1[0][6] & !reg1[0][5] & !reg1[0][4]) | (reg1[0][7] & !reg1[0][6] & !reg1[0][5] & reg1[0][4]) | (reg1[0][7] & !reg1[0][6] & reg1[0][5] & !reg1[0][4])) begin
                    valid     <= 1;
                    iot_out   <= {reg1[0], reg1[1], reg1[2],  reg1[3],  reg1[4],  reg1[5],  reg1[6],  reg1[7], reg1[8], reg1[9], reg1[10], reg1[11], reg1[12], reg1[13], reg1[14], reg1[15]};
                end
            end
            5 : begin         
                if(!(reg1[0][7] & !reg1[0][6])) begin
                    valid     <= 1;
                    iot_out   <= {reg1[0], reg1[1], reg1[2],  reg1[3],  reg1[4],  reg1[5],  reg1[6],  reg1[7], reg1[8], reg1[9], reg1[10], reg1[11], reg1[12], reg1[13], reg1[14], reg1[15]};
                end
            end
            default : begin 
                valid     <= 0;
            end
            endcase
        end
        else if(counter[2:0] == 0 & counter > 0 & index == 4'd1) begin
            case(fn_sel)
            1 : begin
                iot_out   <= MIN_data;
                valid     <= 1;
                MIN_data    <= 0;
            end
            2 : begin
                iot_out   <= MIN_data;
                valid     <= 1;
                MIN_data    <= {128{1'b1}};
            end
            3    : begin
                iot_out   <= (total >> 3);  
                valid     <= 1;
                total       <= 0; 
            end
            6 : begin
                MIN_data    <= 0;
                if(MIN_data > total_M) begin
                    total_M   <= MIN_data;
                    valid     <= 1;
                    iot_out   <= MIN_data;
                end
            end
            7 : begin
                MIN_data    <= {128{1'b1}};
                if(MIN_data < total_M) begin
                    total_M   <= MIN_data;
                    valid     <= 1;
                    iot_out   <= MIN_data;
                end
            end
            default : begin
                valid     <= 0;
            end
            endcase
        end
        else
            valid     <= 0;
    end
end
endmodule
$ cat /design/flow/constraint.sdc
current_design IOTDF

set clk_period 59.4
set clk_io_pct 0.2

create_clock -name clk0 -period $clk_period [get_ports {clk}]

set non_clock_inputs [all_inputs -no_clocks]
set_input_delay [expr $clk_period * $clk_io_pct] -clock clk0 $non_clock_inputs
set_output_delay [expr $clk_period * $clk_io_pct] -clock clk0 [all_outputs]
==> results.tsv <==
metric	value	unit
outcome	completed	
total global routing overflow	0	
Worst slew margin	0.4001	
total clock sinks	655	
largest net degree at the start of global routing	127	
RSZ-0062 raised after global routing	false	
leakage power	18.44	nW
Layout fillers	6899	
latest clock arrival within the worst-skew pair	630	ps
Core Box Area	77340	um2
register share after synthesis	0.4344	
DR DRC count	0	
Power Density	29.84	nW/um2
layout cells sized above 1	0.07466	
crit-path cells	buf_8, clkdlybuf4s50_1	
worst min-delay path class	reg -> reg	
placed cell count	5256	
synthesized instance count	4304	
GP Congestion	1.020	
vias in the first global route	29350	
I/O pins	144	
final setup fails	0	
Synth Cell Area	39030	um2
Final Non-Filler Cells	5398	
Post-CTS Resized	0	
CTS Buf Count	75	
# Max-Cap Violations	0	
CP Launch Type	primary input	
gr usage total	0.3036	
final core utilization	0.5626	
worst slack, placed	34630	ps
cell family with most CP delay	buffers and inverters	
yosys cell count	4304	
max-slew violations	0	
WP data arrival	12800	ps
most frequent cells in the layout	433 x nor2_1, 433 x o21ai_0, 384 x edfxtp_1, 376 x a21oi_1, 360 x nand2_1	
root cell of the clock tree	clkbuf_16	
Die Size	79190	um2
top_reg_cell synth	edfxtp_1	
yosys synthesis chip area	39030	um2
core utilization at floorplan	0.5047	
final hold vios	0	
initial antenna violation count	7	
post-route ant nets	0	
critical-path maximum fanout	78	
total tool warning count	33	
CTS Hold Bufs	0	
Crit-path slowest cell	clkdlybuf4s50_1	
actual slew at the worst max-slew pin	885.8	ps
Port Buffers	143	
Final Critical Period	24680	ps
final setup margin	34720	ps
Area Growth Syn to Fin	11.48	%
CTS Buffer Depth	3	
Cell Rows	102	
Mean Syn Cell Area	9.069	um2
Avg WL per Cell	20.96	um
first-pass GRT wire length	174100	um
Max Freq	40.53	MHz
die width	281.4	um
clk_skew	24.71	ps
DRT Pass-1 Iters	7	
CTS H-tree depth	3	
Final period util	0.4154	
Async SR Flop Fraction	0	
worst ir drop on vdd	0.00002161	V
WS Path Type	in -> out	
Critical Path Max Stage Delay	570	ps
yosys warning tally	1	
clock transition at the registers of the reported paths	60	ps
Post-synth EDFFs	384	
Synth flops	655	
CTS tree	built	
Vias	31210	
Synth cell types	80	
worst path required time	47520	ps
setup TNS	0	ps
CP bufs+invs	2	
1st-iter DRT viols	2136	
Final Instance Area	43510	um2
Setup Fix Bufs, Post-CTS	0	
Die Y	281.4	um
CP Capture Type	output pin	
Placed Area	41060	um2
dpl hpwl	77660	um
final wirelength	113200	um
vias per cell	5.782	
[per-layer routing]
metal | track usage | up-vias | share of wire | wire length [um]
met1 | 0.4851 | 14700 | 0.46 | 51620
met4 | 0.05518 | 2 | 0.022 | 2476
met5 | 0 | - | 0.00013 | 15
met2 | 0.4343 | 1036 | 0.43 | 48720
li1 | - | 15330 | - | -
met3 | 0.09036 | 147 | 0.091 | 10340
[state kept, by name (all words and copies together) (netlist names)]
register / count
iot_out: 128
MIN_data: 128
total: 131
valid: 1
total_M: 128
reg1: 128
counter: 7
index: 4
[cell families (layout without fill, tap and decap cells)]
kind of cell,count (synthesis),in the layout,share of synthesized area
adders and majority gates,269,269,0.08642
xor gates and xnor gates,133,133,0.02984
buffers and inverters,594,643,0.06080
AOI/OAI and AO/OA,1351,1351,0.2178
other,0,5,0
and+or+nand+nor,1172,1172,0.1373
DFF,655,655,0.4344
muxes,130,130,0.03346
[report_power, final]
part	switching [mW]	internal (mW)
logic	0.173	0.102
clock network	0.192	0.279
registers	0.0238	0.529
[final timing paths]
check | end | cells after the start | slack (ps) | from
min | total[122]$_SDFFE_PP0P_ | 2 | 480 | total[122]$_SDFFE_PP0P_
max reg2reg | total_M[38]$_DFFE_PP_ | 13 | 53450 | MIN_data[122]$_DFFE_PP_
min reg2reg | total[122]$_SDFFE_PP0P_ | 2 | 480 | total[122]$_SDFFE_PP0P_
max | busy | 2 | 34720 | rst
[cells in the mapped netlist (15+ instances only)]
cell type	n	share of area
nor2_1	436	0.042
o21ai_0	433	0.056
edfxtp_1	384	0.30
a21oi_1	376	0.048
nand2_1	361	0.035
inv_1	308	0.030
dfxtp_1	271	0.14
ha_1	268	0.086
clkbuf_1	264	0.025
a21o_1	154	0.030
and3_1	135	0.022
mux2i_1	129	0.033
a21bo_2	127	0.033
nand4_1	105	0.017
xnor2_1	81	0.018
a22oi_1	52	0.010
xor2_1	52	0.012
o21bai_1	50	0.0096
nor3_1	29	0.0037
o21a_1	20	0.0038
o21ai_1	19	0.0024
a31oi_1	15	0.0024
nand2b_1	15	0.0024
[through the flow]
| step | total power, mW | hold slack (ps) |
|---|---|---|
| after floorplan | 0.7500 | 436.5 |
| after global placement | 0.8323 | 458.6 |
| after detailed placement | 0.8347 | 465.5 |
| after CTS | 1.309 | 475.0 |
| after global routing | 1.364 | 507.1 |
| final | 1.298 | 476.0 |
[worst min-delay path: stages, from the launching register on]
cell and delay (ps):
dfxtp_1 330, nand2_1 60, o21ai_1 50
[cell type report]
| type | instances | area (um2) | area share |
|---|---|---|---|
| Multi-Input combinational cell | 3055 | 19780 | 0.4546 |
| Tap cell | 1040 | 1301 | 0.02990 |
| Clock buffer | 107 | 2079 | 0.04779 |
| Timing Repair Buffer | 198 | 1862 | 0.04279 |
| Antenna cell | 5 | 12.51 | 0.0002875 |
| Sequential cell | 655 | 16960 | 0.3897 |
| Inverter | 308 | 1156 | 0.02657 |
| Clock inverter | 30 | 364.1 | 0.008367 |
Power figures rest on the tool's default switching activity, not on a simulated workload.
